**design/flow/design.v**
```verilog
module day1p2(
    input clk,
    input rst_n,
    input [7:0] din,
    input din_rdy,
    output logic [31:0] dout,
    output logic dout_valid,
    output logic din_re,
    output logic done
);
typedef enum logic[2:0] { 
    UNDEF='x,
    RESET=0,
    WAIT_ONES,  
    ADD_ONES,   
    WAIT_TENS,  
    ADD_TENS,   
    DISP,       
    HALT        
} state_t;
state_t state, nxt_state;
logic [7:0] shift_reg [0:4];
logic [7:0] nxt_shift_reg [0:4];
logic [3:0] sav_reg;
logic [3:0] nxt_sav_reg;
logic [3:0] shift_reg_value;
logic shift_reg_valid;
assign shift_reg_valid = shift_reg_value != 15;
always_comb begin
 if (shift_reg[0] == "1" || (
                                        shift_reg[2] == "o" &&
                                        shift_reg[1] == "n" &&
                                        shift_reg[0] == "e"))
        shift_reg_value = 1;
    else if (shift_reg[0] == "2" || (
                                        shift_reg[2] == "t" &&
                                        shift_reg[1] == "w" &&
                                        shift_reg[0] == "o"))
        shift_reg_value = 2;
    else if (shift_reg[0] == "3" || (
                                        shift_reg[4] == "t" &&
                                        shift_reg[3] == "h" &&
                                        shift_reg[2] == "r" &&
                                        shift_reg[1] == "e" &&
                                        shift_reg[0] == "e"))
        shift_reg_value = 3;
    else if (shift_reg[0] == "4" || (
                                        shift_reg[3] == "f" &&
                                        shift_reg[2] == "o" &&
                                        shift_reg[1] == "u" &&
                                        shift_reg[0] == "r"))
        shift_reg_value = 4;
    else if (shift_reg[0] == "5" || (
                                        shift_reg[3] == "f" &&
                                        shift_reg[2] == "i" &&
                                        shift_reg[1] == "v" &&
                                        shift_reg[0] == "e"))
        shift_reg_value = 5;
    else if (shift_reg[0] == "6" || (
                                        shift_reg[2] == "s" &&
                                        shift_reg[1] == "i" &&
                                        shift_reg[0] == "x"))
        shift_reg_value = 6;
    else if (shift_reg[0] == "7" || (
                                        shift_reg[4] == "s" &&
                                        shift_reg[3] == "e" &&
                                        shift_reg[2] == "v" &&
                                        shift_reg[1] == "e" &&
                                        shift_reg[0] == "n"))
        shift_reg_value = 7;
    else if (shift_reg[0] == "8" || (
                                        shift_reg[4] == "e" &&
                                        shift_reg[3] == "i" &&
                                        shift_reg[2] == "g" &&
                                        shift_reg[1] == "h" &&
                                        shift_reg[0] == "t"))
        shift_reg_value = 8;
    else if (shift_reg[0] == "9" || (
                                        shift_reg[3] == "n" &&
                                        shift_reg[2] == "i" &&
                                        shift_reg[1] == "n" &&
                                        shift_reg[0] == "e"))
        shift_reg_value = 9;
    else
        shift_reg_value = 15;
end
wire din_was_nl;
wire din_was_null;
logic onesplace;
logic tensplace;
logic rst_sum;
assign din_was_nl = din_rdy && shift_reg[0] == "\n";
assign din_was_null = din_rdy && shift_reg[0] == 8'hFF;
always_ff @(posedge clk, negedge rst_n) begin : advance_state
    if (!rst_n) begin 
        state <= RESET;
        for (integer i=0; i<5; i++)
            shift_reg[i] = 0;
        sav_reg <= 0;
        dout <= 0;
    end
    else begin 
        state <= nxt_state;
        sav_reg <= nxt_sav_reg;
        for (integer i=0; i<5; i++)
            shift_reg[i] <= nxt_shift_reg[i];
        if (onesplace) dout <= dout + sav_reg;
        else if (tensplace) dout <= dout + (sav_reg*10);
        else if (rst_sum) dout <= 0;
        else dout <= dout;
    end
end
always_comb begin : state_logic
    nxt_state = UNDEF;
    nxt_sav_reg = sav_reg;
    for (integer i=0; i<5; i++)
        nxt_shift_reg[i] = shift_reg[i];
    onesplace = 0;
    tensplace = 0;
    dout_valid = 0;
    din_re = 0;
    done = 0;
    rst_sum = 0;
    case (state)
        RESET: begin
            nxt_state = WAIT_TENS;
        end
        WAIT_TENS: begin
            if (shift_reg_valid)         nxt_state=ADD_TENS;
            else if(din_was_null)    nxt_state=HALT;
            else                    nxt_state=WAIT_TENS;
            nxt_sav_reg = shift_reg_value;
            for (integer i=0; i<4; i++)
                nxt_shift_reg[i+1] = shift_reg[i];
            nxt_shift_reg[0] = din;
            din_re = 1;
        end
        ADD_TENS: begin
            if (din_was_nl)          nxt_state=ADD_ONES;
            if (din_was_null)        nxt_state=HALT;
            else                    nxt_state=WAIT_ONES;
            tensplace=1'b1;
        end
        WAIT_ONES: begin
            if (din_was_nl)          nxt_state=ADD_ONES;
            else if (din_was_null)   nxt_state=HALT;
            else                    nxt_state=WAIT_ONES;
            if (shift_reg_valid) nxt_sav_reg=shift_reg_value;
            for (integer i=0; i<4; i++)
                nxt_shift_reg[i+1] = shift_reg[i];
            nxt_shift_reg[0] = din;
            din_re=1;
        end
        ADD_ONES: begin
            nxt_state=DISP;
            onesplace=1'b1;
        end
        DISP: begin
            nxt_state=WAIT_TENS;
            dout_valid=1;
        end
        HALT: begin
                                    nxt_state=HALT;
            dout_valid=1'b1;
            done=1'b1;
        end
    endcase
end
endmodule
```
**design/flow/run.sh**
```bash
#!/bin/bash
# OpenROAD 26Q1-2900-gdf79404cd8, Yosys 0.63+post, stock flow scripts
make -C /OpenROAD-flow-scripts/flow DESIGN_CONFIG=/design/flow/config.mk WORK_HOME=/design/flow/orfs finish
```
**design/flow/config.mk**
```make
export PLATFORM = sky130hd
export DESIGN_NAME = day1p2
export DESIGN_NICKNAME = day1p2
export VERILOG_FILES = /design/flow/design.v
export SDC_FILE = /design/flow/constraint.sdc
export NUM_CORES = 4
export LEC_CHECK = 1
export CORE_UTILIZATION = 30
```
**design/flow/constraint.sdc**
```tcl
current_design day1p2

set clk_period 5.7
set clk_io_pct 0.2

create_clock -name clk0 -period $clk_period [get_ports {clk}]

set non_clock_inputs [all_inputs -no_clocks]
set_input_delay [expr $clk_period * $clk_io_pct] -clock clk0 $non_clock_inputs
set_output_delay [expr $clk_period * $clk_io_pct] -clock clk0 [all_outputs]
```
==> ds_physical_params.txt <==
Physical design parameters

Parameter                              Value

Min path
  Class of the most critical hold timing path    register to register
  Min-Delay Startpoint    dout[31]$_DFFE_PN0N_
  End point of the worst hold path    dout[31]$_DFFE_PN0N_
  Hold-critical path depth    1

Critical path
  Length in cells of the worst reg-to-reg path    10
  Launching instance or port of the critical path    sav_reg[3]$_DFFE_PN0P_
  Largest fanout on the critical path    8
  Worst setup EP type    register
  Arrival time reported for the critical path endpoint    3.45 ns
  Capture point of the worst reg-to-reg path    dout[21]$_DFFE_PN0N_
  Flop2flop setup slack    2.50 ns
  Worst endpoint required time    5.95 ns
  Crit path kind    register to register
  Setup crit start kind    register
  Launch point of the worst reg-to-reg path    sav_reg[3]$_DFFE_PN0P_

Clock tree
  Number of resized instances in the post-cts repair step    0
  Cts bufs inserted    9
  CTS clk-pin slew, worst paths    0.06 ns
  Clock root cell    clkbuf_16
  Source-to-sink clock delay at the later pin of the worst-skew pair    0.33 ns
  Post CTS Setup Buffer Count    0
  Clock tree from TritonCTS    yes
  Cts-stage hold buffer count    0
  Clock sink total    83
  Clock Path Buffers    2
  H-Tree Depth    3

Logic synthesis
  Proportion of synthesized chip area in sequential cells    45.5%
  Most instantiated cells after synthesis    82 x dfrtp_1, 37 x mux2_2, 25 x nor2_1
  Cell total in the yosys stat output    419
  Most used flip-flop cell    dfrtp_1
  Top cells by area    dfrtp_1 45%, mux2_2 9.1%, ha_1 4.1%
  Fraction of synthesis flops using an asynchronous set or reset pin    100%
  Post-Synth AOI/OAI Area    9.10%
  Flip-flops with a built-in enable    0
  Syn. warnings    3
  Summed standard-cell area reported by yosys    4560 um2
  Adder and majority gate portion of the synthesized area    5.43%
  Xor-xnor portion of the synthesized cell area    6.33%
  Count of different cell masters after synthesis    65
  Cell Area, Synth    4560 um2
  Portion of netlist area occupied by mux cells    9.87%
  Number of flip-flops and latches in the synthesized netlist    83
  Largest non-sequential cell family by area    simple AND/OR/NAND/NOR gates
  Basic-gate share of the synthesized area counting and, or, nand and nor cells    21.2%
  Proportion of netlist area held by the largest area contributor    45.0%
  Synthesized instance count    419
  Largest area contributor in the synthesized netlist    dfrtp_1
  Synthesized area divided by synthesized cell count    10.9 um2
  Dominant cell by count in the synthesized netlist    dfrtp_1

Global route
  Met2 capacity usage during global routing    19.4%
  Initial antenna violation count    0
  Maximum number of pins on one net before global-route repair    52
  Layer carrying the most global-route usage    met1
  Leftover overflow at the end of global routing    0
  Gr usage total    12.8%
  Global-route wire length before repair    16200 um
  GR Util met1    19.8%
  Via count of the first global-routing pass    3226
  Met3 usage in global routing    2.92%

Final layout
  Register cell area after layout    2080 um2
  Fillers    1405
  Area Growth Syn to Fin    20.6%
  Non-filler instance count after layout    653
  Fraction of layout cells with a size suffix above 1    16.2%
  Logic area    2380 um2
  Max reg flops    40

Job
  MaxCap Viol Count    0
  Total number of warnings across the stage logs    25

Timing
  Accumulated negative setup slack    0 ns
  Final critical delay including setup and external delays    3.20 ns
  Final Slew Violations    0
  Rel. slew slack    56.2%
  Setup-violating endpoint count in the final report    0
  Slew of the pin with the lowest slew margin    0.657 ns
  RSZ-0062 raised after global routing    no
  Hold slack    0.489 ns
  Hold violation count in the final report    0
  Achievable frequency    312 MHz
  Clk_skew    0.00493 ns
  Part of the cycle the worst path needs    56.2%

Place
  Global placement routability congestion    0.899
  Count of placed standard cells including taps    637
  Hpwl dp    6670 um
  Count of input and output buffers    45

Floorplanning
  Core outline area    14700 um2
  Die outline area    15700 um2
  Num ports    46
  Fraction of the core area occupied by cells at floorplan    31.0%
  Die X-Extent    125 um
  Height of the die    125 um
  Standard-cell rows    44

Routing
  Vias    3301
  Number of diodes    0
  Vias per cell    5.06
  First-pass detailed-route iteration total    25
  DRC Markers    0
  Total wire length    9410 um
  DRC violation total after the first TritonRoute iteration    290
  Mean routed wirelength per cell    14.4 um
  ANT nets after route    0

Power
  Pwr Density    336 nW/um2
  Worst IR drop on VDD    0.000203 V
  Leakage power of the design    2.25 nW

Run status
  Status    finished, final reports clean
-- layer usage --
metal  routed length (um)  up-vias
met4                  108        0
met3                  478       11
li1                     -     1618
met2                 4120       86
met5                    0        -
met1                 4710     1586
-- stage by stage --
step,util (%),power [mW],setup WS [ns],cell area (um2)
2_1_floorplan,-,1.11,2.81,4560
3_3_place_gp,35.5,1.28,2.57,5210
3_5_place_dp,35.5,1.28,2.50,5210
4_1_cts,37.5,1.88,2.44,5510
5_1_grt,37.5,1.99,2.24,5510
6_report,37.5,1.85,2.50,5510
-- logic make-up (layout without fill, tap and decap cells) --
group                    after synthesis  count (layout)
flip-flops                            83              83
adder cells (fa/ha/maj)               18              18
multiplexers                          40              40
XOR/XNOR                              33              33
buffers and inverters                 28              78
AND-OR/OR-AND                         58              58
other                                  1               1
AND/OR/NAND/NOR                      158             158
-- worst max-delay path: stages, from the launching register on --
cell and delay [ns]:
dfrtp_1 0.44, ha_1 0.30, ha_1 0.22, fa_1 0.38
xor2_1 0.17, ha_1 0.34, o21ai_0 0.13, a2111oi_2 0.61
nor2_2 0.20, nor2_1 0.16, xor2_1 0.17
-- worst max-delay path by stage --
stage | end | slack (ns) | cells past startpoint
4_1_cts | dout[21]$_DFFE_PN0N_ | 2.44 | 10
5_1_grt | dout[23]$_DFFE_PN0N_ | 2.24 | 10
6_report | dout[21]$_DFFE_PN0N_ | 2.50 | 10
-- final cells by class --
class	instances	share of cell area [%]
repair buffers	48	8.55
multi-input cells	308	43.2
flip-flops and latches	83	37.7
clock inverters	6	1.18
well taps	184	4.18
clock buffers	10	4.16
inverters	14	0.955
-- power by group --
group          internal [mW]  switching (mW)  leakage [nW]
sequential             0.640          0.0843          1.02
clock                  0.340           0.232         0.143
combinational          0.285           0.270          1.08
total                   1.27           0.586          2.25
-- layout by cell type, fill, tap and decap left out, types with 3 or more instances in the layout --
cell type and count:
nor2_1 24, nand2b_1 6, nor2b_1 4, nand4_1 10, nand4b_1 5, nand4bb_1 3, clkdlybuf4s50_1 44, o21a_1 4
o21bai_1 3, nor4_1 12, nand2_1 23, inv_1 14, nand3_1 14, xor2_1 14, nor3_1 11, xnor2_1 19
dfrtp_1 82, and4_1 5, and2_1 6, ha_1 15, clkbuf_16 9, o21ai_0 14, a211oi_1 4, mux2_1 3
mux2_2 37, buf_4 4, nor3_2 3, fa_1 3, and3_1 7, or2_2 3, a21oi_1 16
No activity file was given, so power comes from the tool's default toggle rates.
