==> design.v <==
module day1p1(
    input clk,
    input rst_n,
    input [7:0] din,
    input din_rdy,
    output logic [31:0] dout,
    output logic dout_valid,
    output logic din_re
);
typedef enum logic[2:0] { 
    UNDEF='x,
    RESET=0,
    WAIT_ONES,
    ADD_ONES,
    WAIT_TENS,
    ADD_TENS,
    HALT
} state_t;
state_t state, nxt_state;
logic [7:0] sav_reg, nxt_sav_reg;
wire din_is_num;
wire din_is_nl;
wire din_is_null;
logic onesplace;
logic tensplace;
assign din_is_num = din_rdy && (din >= "0" && din <= "9");
assign din_is_nl = din_rdy && din == "\n";
assign din_is_null = din_rdy && din == 8'hFF;
always_ff @(posedge clk, negedge rst_n) begin : advance_state
    if (!rst_n) begin 
        state <= RESET;
        sav_reg <= 8'b0;
        dout <= 0;
    end
    else begin 
        state <= nxt_state;
        sav_reg <= nxt_sav_reg;
        if (onesplace) dout <= dout + (sav_reg & 4'b1111);
        else if (tensplace) dout <= dout + ((sav_reg&4'b1111)*10);
        else dout <= dout;
    end
end
always_comb begin : state_logic
    nxt_state = UNDEF;
    nxt_sav_reg = sav_reg;
    onesplace = 0;
    tensplace = 0;
    dout_valid = 0;
    din_re = 0;
    case (state)
        RESET: begin
            nxt_state = WAIT_TENS;
        end
        WAIT_TENS: begin
            if (din_is_num)         nxt_state=ADD_TENS;
            else if(din_is_null)    nxt_state=HALT;
            else                    nxt_state=WAIT_TENS;
            nxt_sav_reg = din;
            din_re = 1;
        end
        ADD_TENS: begin
            nxt_state=WAIT_ONES;
            tensplace=1'b1;
        end
        WAIT_ONES: begin
            if (din_is_nl)          nxt_state=ADD_ONES;
            else if (din_is_null)   nxt_state=HALT;
            else                    nxt_state=WAIT_ONES;
            if (din_is_num) nxt_sav_reg=din;
            din_re=1;
        end
        ADD_ONES: begin
            nxt_state=WAIT_TENS;
            onesplace=1'b1;
        end
        HALT: begin
                                    nxt_state=HALT;
            dout_valid=1'b1;
        end
    endcase
end
endmodule
==> run.sh <==
#!/bin/bash
# OpenROAD 26Q1-2900-gdf79404cd8, Yosys 0.63+post, stock flow scripts
make -C /OpenROAD-flow-scripts/flow DESIGN_CONFIG=/design/flow/config.mk WORK_HOME=/design/flow/orfs finish
==> config.mk <==
export PLATFORM = sky130hd
export DESIGN_NAME = day1p1
export DESIGN_NICKNAME = day1p1
export VERILOG_FILES = /design/flow/design.v
export SDC_FILE = /design/flow/constraint.sdc
export NUM_CORES = 4
export LEC_CHECK = 1
export CORE_UTILIZATION = 50
==> constraint.sdc <==
current_design day1p1

set clk_period 5.8
set clk_io_pct 0.2

create_clock -name clk0 -period $clk_period [get_ports {clk}]

set non_clock_inputs [all_inputs -no_clocks]
set_input_delay [expr $clk_period * $clk_io_pct] -clock clk0 $non_clock_inputs
set_output_delay [expr $clk_period * $clk_io_pct] -clock clk0 [all_outputs]
==> out/summary.json <==
{
  "routedWlPerCell": {"value": 13.6, "unit": "um"},
  "timing.critical_path.required": {"value": 5980, "unit": "ps"},
  "cts_tree": {"value": "built"},
  "data_arrival_time_of_the_critical_path": {"value": 3340, "unit": "ps"},
  "syn_inst": {"value": 236},
  "met2_wirelength": {"value": 1990, "unit": "um"},
  "tightestPinTransition": {"value": 604, "unit": "ps"},
  "cts-hold-fix-buffers": {"value": 0},
  "ctsRootBufferMaster": {"value": "sky130_fd_sc_hd__clkbuf_8"},
  "slew_headroom": {"value": 0.598},
  "skew": {"value": 10.8, "unit": "ps"},
  "max-cap-violations": {"value": 0},
  "achievable-frequency": {"value": 317, "unit": "MHz"},
  "die_area": {"value": 5330, "unit": "um^2"},
  "synth_cell_type_count": {"value": 56},
  "total_power": {"value": 1.18, "unit": "mW"},
  "floorplan.initialDensity": {"value": 0.526},
  "route.antenna.diode_count": {"value": 0},
  "grt_first_pass_wirelength": {"value": 8130, "unit": "um"},
  "synth_flops": {"value": 42},
  "syn-cell-area": {"value": 2520, "unit": "um^2"},
  "core_area": {"value": 4790, "unit": "um^2"},
  "postRouteWirelength": {"value": 4790, "unit": "um"},
  "maxUsedRoutingLayer": {"value": "met4"},
  "clk-insertion-delay-late": {"value": 300, "unit": "ps"},
  "detailed_place.area": {"value": 3020, "unit": "um^2"},
  "ys.flop_type": {"value": "sky130_fd_sc_hd__dfrtp_1"},
  "warning_count": {"value": 26},
  "yosysSeqAreaShare": {"value": 0.418},
  "power.density": {"value": 380, "unit": "nW/um^2"},
  "drt-initial-drc-count": {"value": 66},
  "std_cell_rows": {"value": 25},
  "drt_pre_antenna_iters": {"value": 4},
  "result_of_the_run": {"value": "finished clean"},
  "synth-edff-count": {"value": 0},
  "cellLeakagePower": {"value": 1.32, "unit": "nW"},
  "met3WireLength": {"value": 184, "unit": "um"},
  "fp.dieW": {"value": 73.0, "unit": "um"},
  "timing.setup.tns": {"value": 0, "unit": "ps"},
  "route.antenna.remaining_nets": {"value": 0},
  "cts.sink_count": {"value": 42},
  "post_route_cells_drive_above_1_share": {"value": 0.130},
  "layout-area-overhead-vs-synth": {"value": 23.5, "unit": "%"},
  "place_congestion": {"value": 0.839},
  "post-route-period-util": {"value": 0.545},
  "hold-worst-slack": {"value": 466, "unit": "ps"},
  "timing.hold.worst.class": {"value": "reg2reg"},
  "maximum_number_of_pins_on_one_net_before_global_route_repair": {"value": 29},
  "final_area": {"value": 3110, "unit": "um^2"},
  "yosys_area": {"value": 2520, "unit": "um^2"},
  "synth.yosys.warnings": {"value": 1},
  "most_instantiated_logic_cells_after_routing": {"value": "sky130_fd_sc_hd__clkdlybuf4s50_1 (43), sky130_fd_sc_hd__dfrtp_1 (41), sky130_fd_sc_hd__xnor2_1 (20)"},
  "globalRouteOverflowTotal": {"value": 0},
  "timing.final.setup_violations": {"value": 0},
  "clock_pin_transition_on_the_worst_setup_and_hold_timing_paths": {"value": 80, "unit": "ps"},
  "report.final.slew_viol_count": {"value": 0},
  "yosys-stat-cells": {"value": 236},
  "finish.utilization": {"value": 0.650},
  "post-route-min-period": {"value": 3160, "unit": "ps"},
  "met1Wirelength": {"value": 2590, "unit": "um"},
  "post-cts-setup-buffers": {"value": 0},
  "fillers": {"value": 415},
  "routed_via_density": {"value": 5.32},
  "clockBufferDepth": {"value": 2},
  "post_cts_resize_count": {"value": 0},
  "synth-async-reset-ratio": {"value": 1.00},
  "total_cts_buffers": {"value": 5},
  "die.size.y": {"value": 73.0, "unit": "um"},
  "timing.reg2reg.setup_slack": {"value": 2640, "unit": "ps"},
  "hpwlAfterDp": {"value": 3570, "unit": "um"},
  "finalHoldViolations": {"value": 0},
  "crit_path_start_kind": {"value": "flip-flop"},
  "top_logic_cell_by_instance_count_in_the_layout": {"value": "sky130_fd_sc_hd__clkdlybuf4s50_1"},
  "port_buffers": {"value": 44},
  "critical_path.endpoint_type": {"value": "flip-flop"},
  "worst-path-max-fanout": {"value": 7},
  "htree_num_levels": {"value": 2},
  "grt_pass1_vias": {"value": 1742},
  "global_route.usage.total": {"value": 0.203},
  "number_of_vias_in_the_routed_layout": {"value": 1871},
  "worst-setup-path-type": {"value": "reg2reg"},
  "rsz0062_at_grt": {"value": "no"},
  "boundaryPins": {"value": 45},
  "largest_reg_flops": {"value": 32},
  "drc_errors": {"value": 0},
  "postSynthAreaPerCell": {"value": 10.7, "unit": "um^2"},
  "worst_ir_drop_vdd": {"value": 193, "unit": "uV"},
  "antenna_found_initial": {"value": 0}
}
[cell usage after synthesis, types with 2 or more instances]
cell type | count | share of area
sky130_fd_sc_hd__xor2_1 | 9 | 0.031
sky130_fd_sc_hd__fa_1 | 3 | 0.024
sky130_fd_sc_hd__mux2_2 | 5 | 0.022
sky130_fd_sc_hd__mux2i_1 | 2 | 0.0079
sky130_fd_sc_hd__a211oi_1 | 2 | 0.0060
sky130_fd_sc_hd__nor3_1 | 2 | 0.0040
sky130_fd_sc_hd__a21o_1 | 3 | 0.0089
sky130_fd_sc_hd__a21oi_1 | 15 | 0.030
sky130_fd_sc_hd__inv_1 | 8 | 0.012
sky130_fd_sc_hd__buf_4 | 2 | 0.0060
sky130_fd_sc_hd__nand3_1 | 10 | 0.020
sky130_fd_sc_hd__nor2_1 | 16 | 0.024
sky130_fd_sc_hd__nor3_2 | 2 | 0.0079
sky130_fd_sc_hd__ha_1 | 15 | 0.075
sky130_fd_sc_hd__and3_2 | 4 | 0.012
sky130_fd_sc_hd__dfrtp_1 | 41 | 0.41
sky130_fd_sc_hd__o21ai_0 | 8 | 0.016
sky130_fd_sc_hd__a311oi_1 | 3 | 0.010
sky130_fd_sc_hd__nor2_2 | 2 | 0.0050
sky130_fd_sc_hd__nand2_1 | 15 | 0.022
sky130_fd_sc_hd__xnor2_1 | 20 | 0.070
sky130_fd_sc_hd__nor2b_1 | 3 | 0.0075
sky130_fd_sc_hd__nor4b_1 | 2 | 0.0070
sky130_fd_sc_hd__nand4_1 | 6 | 0.015
sky130_fd_sc_hd__nand2b_1 | 5 | 0.012
sky130_fd_sc_hd__and3_1 | 2 | 0.0050
sky130_fd_sc_hd__and2_1 | 2 | 0.0050
[metal layers]
metal  vias to the layer above  track usage
met3                         4       0.0322
met2                        40        0.280
li1                        931            -
met4                         0       0.0218
met1                       896        0.362
met5                         -            0
[layout make-up]
class / instances / area, um^2 / share of cell area
Timing Repair Buffer: 45 / 443 / 0.142
Multi-Input combinational cell: 182 / 1410 / 0.452
Clock buffer: 6 / 82.6 / 0.0265
Sequential cell: 42 / 1050 / 0.338
Clock inverter: 2 / 12.5 / 0.00402
Tap cell: 67 / 83.8 / 0.0270
Inverter: 8 / 30.0 / 0.00965
[worst paths after layout]
check                                start       end  cells past startpoint
worst max-delay path            sav_reg[1]  dout[20]                     11
worst min-delay path              state[4]  state[4]                      1
worst max register to register  sav_reg[1]  dout[20]                     11
worst min register to register    state[4]  state[4]                      1
max in group asynchronous            rst_n  state[0]                      2
min in group asynchronous            rst_n   dout[1]                      1
[through the flow]
step                instances  setup WS, ps
global route              352          2320
detailed placement        344          2640
finish                    352          2640
CTS                       352          2600
floorplan                 236          2990
global placement          344          2650
[kinds of logic (layout without fill, tap and decap cells)]
logic type / after synthesis / in the layout / share of synthesized area
compound gates: 44 / 44 / 0.126
xor+xnor: 30 / 30 / 0.107
fa+ha+maj: 18 / 18 / 0.0984
buf+inv: 12 / 61 / 0.0238
flops: 42 / 42 / 0.418
mux: 7 / 7 / 0.0303
other cells: 1 / 1 / 0.00149
simple gates: 82 / 82 / 0.195
[worst max-delay path: stages (launching register included)]
cell                       delay [ps]
sky130_fd_sc_hd__dfrtp_1          440
sky130_fd_sc_hd__ha_1             320
sky130_fd_sc_hd__ha_1             220
sky130_fd_sc_hd__fa_1             380
sky130_fd_sc_hd__xor2_1           180
sky130_fd_sc_hd__ha_1             340
sky130_fd_sc_hd__o211ai_1         100
sky130_fd_sc_hd__a21oi_1          150
sky130_fd_sc_hd__a31oi_1           90
sky130_fd_sc_hd__nor3_2           510
sky130_fd_sc_hd__nand3_1          170
sky130_fd_sc_hd__xnor2_1          150
[power breakdown]
group | internal (mW) | total, mW | switching (mW)
Clock | 0.0958 | 0.201 | 0.105
Combinational | 0.292 | 0.590 | 0.298
Sequential | 0.332 | 0.392 | 0.0605
Total | 0.720 | 1.18 | 0.463
